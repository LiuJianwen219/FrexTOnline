==> flow/design.v <==
`timescale 1ns / 1ps
module   SAnti_jitter(input wire clk, 
							 input wire RSTN,
							 input wire readn,
							 input wire [4:0]Key_y,
							 output reg [4:0] Key_x,
							 input wire [15:0]SW, 
							 output reg [4:0] Key_out,
							 output reg      Key_ready,
							 output reg [4:0] pulse_out,
							 output reg [4:0] BTN_OK,
							 output reg [15:0]SW_OK,
							 output reg 	  CR,
							 output reg 	  rst
							);
reg [31:0] counterState;		 
reg [31:0] counter, counter1, rst_counter;
reg [4:0]  btn_temp;
reg [15:0] sw_temp;
reg [2:0]  pulse,clk1;
wire [4:0] Keyy;
reg [1:0]  rdn;
reg scan, RSTN_temp;
	assign Keyy = ~Key_y;
	always@(posedge clk)
		clk1 <= clk1+1;
	wire CK = clk1[2];	
	always @(posedge CK) begin
		btn_temp <= Keyy;
		if(!readn )begin Key_ready <= 0;	Key_out <= 0;end
		if((btn_temp != Keyy ) && !scan) begin
			counter <= 32'h00000000;
			pulse <= 0;
			scan  <= 1;
			end
		else if(counter < 200_0000)begin 
				counter <= counter+1;
				counterState <= 32'b0; 
				end 
				else begin
					if(~|Key_x)begin pulse_out <= Keyy; BTN_OK <= Keyy;  end
					if(~|Key_x && ~|Keyy )begin pulse_out <= 0; BTN_OK <= Keyy; end
					if(scan)	begin	
						case(Key_x)	
							  5'b00000:  
											begin
												if(counterState < 125000)
													counterState <= counterState + 32'b1;
												else begin
													Key_x <= 5'b11101;
													counterState <= 32'b0;
												end
											end
							  5'b11101: begin
												if(counterState < 125000)
													counterState <= counterState + 32'b1;
												else begin
													if(~|Keyy) Key_x <= 5'b11011;
													else begin 
													Key_out <= {Keyy[4],3'h0,Keyy[4]}+Keyy_num(Keyy)+0;
													scan <= 0;  
													Key_x <= 5'b00000;
													Key_ready <=1;
													end
													counterState <= 32'b0;
												end
											end
							  5'b11011: begin
												if(counterState < 125000)
													counterState <= counterState + 32'b1;
												else begin
													if(~|Keyy)Key_x <= 5'b10111;
													else begin 
													Key_out <= {1'b0, {3{Keyy[4]}},1'b0}+Keyy_num(Keyy)+4; 
													scan <= 0; 
													Key_x <= 5'b00000;
													Key_ready <=1;
													end
													counterState <= 32'b0;
												end
											end
							  5'b10111: begin
												if(counterState < 125000)
													counterState <= counterState + 32'b1;
												else begin
													if(~|Keyy) Key_x <= 5'b01111;
													else begin 
													Key_out <= {1'b0,Keyy[4],1'b0,{2{Keyy[4]}}}+Keyy_num(Keyy)+8; 
													scan <= 0;
													Key_x <= 5'b00000;
													Key_ready <=1;
													end
													counterState <= 32'b0;
												end
											end
							  5'b01111: begin
												if(counterState < 125000)
													counterState <= counterState + 32'b1;
												else begin
													if(~|Keyy) Key_x <= 5'b11110;
													else begin 
													Key_out <= {1'b0, Keyy[4],3'b000}+ Keyy_num(Keyy)+12; 
													scan <= 0;
													Key_x <= 5'b00000;
													Key_ready <=1;
													end
													counterState <= 32'b0;
												end
											end
							  5'b11110: begin
												if(counterState < 125000)
													counterState <= counterState + 32'b1;
												else begin
													if(~|Keyy) Key_x <= 5'b11111; 
													else begin 
													Key_out <= Keyy_num(Keyy)+16;
													scan <= 0; 
													Key_x <= 5'b00000;
													Key_ready <=1;
													end
													counterState <= 32'b0;
												end
											end
								default: begin Key_out <= Key_out; 
											Key_x <= 5'b00000; 
											scan <= 0;
											end
						endcase
				end
			end
	 end
	always @(posedge clk) begin
		RSTN_temp <= RSTN;
		sw_temp <= SW; 
		if(RSTN_temp !=RSTN || sw_temp !=SW) begin
			counter1 <= 32'h00000000;
			rst_counter<=0;
			end
		else if(counter1<200_0000) 
				counter1<=counter1+1;
				else begin
					CR <= ~RSTN;
					SW_OK <= SW; 
					if(!RSTN && rst_counter<10000_0000)begin 
						rst_counter <= rst_counter + 1;
					end
					else begin 
						rst <= ~RSTN;
					end
				end
	 end
	function [4:0] Keyy_num;
		input [4:0] Keyy;		
		begin
		case (Keyy)
				5'b00000 : Keyy_num = 5'b00000;		 
				5'b00001 : Keyy_num = 5'b00000;		 
				5'b00010 : Keyy_num = 5'b00001;		 
				5'b00100 : Keyy_num = 5'b00010;		 
				5'b01000 : Keyy_num = 5'b00011;		 
				5'b10000 : Keyy_num = 5'b00100;		 
		endcase
		end
	endfunction
endmodule
==> flow/run.sh <==
#!/bin/bash
# OpenROAD 26Q1-2900-gdf79404cd8, Yosys 0.63+post, stock flow scripts
make -C /OpenROAD-flow-scripts/flow DESIGN_CONFIG=/design/flow/config.mk WORK_HOME=/design/flow/orfs finish
==> flow/config.mk <==
export PLATFORM = sky130hd
export DESIGN_NAME = SAnti_jitter
export DESIGN_NICKNAME = SAnti_jitter
export VERILOG_FILES = /design/flow/design.v
export SDC_FILE = /design/flow/constraint.sdc
export NUM_CORES = 4
export LEC_CHECK = 1
export CORE_UTILIZATION = 40
==> flow/constraint.sdc <==
current_design SAnti_jitter

set clk_period 7.7
set clk_io_pct 0.2

create_clock -name clk0 -period $clk_period [get_ports {clk}]

set non_clock_inputs [all_inputs -no_clocks]
set_input_delay [expr $clk_period * $clk_io_pct] -clock clk0 $non_clock_inputs
set_output_delay [expr $clk_period * $clk_io_pct] -clock clk0 [all_outputs]
==> results_dict.tcl <==
# flow metrics
set metrics [dict create \
    status "complete, no violations" \
    hold_violations 0 \
    cp_max_fo 25 \
    hp-class "register to register" \
    cts_root_buf "clkbuf_16" \
    die_w_um 145 \
    slew_headroom_pct 40.2 \
    synth_top_flop_cell "dfxtp_1" \
    stdcell_count 1148 \
    vias 5710 \
    coreArea_um2 19700 \
    fin_skew_ps 6.63 \
    drtPass1Iterations 5 \
    async_reset_ff_share_pct 0 \
    critPathSlowestCell "or4_1" \
    untimed_endpoints 149 \
    finalWeightedCongestion 0.840 \
    area_growth_pct 15.5 \
    min_path_cells 1 \
    setup_slack_ps 3630 \
    cp.required_ps 7970 \
    rows 51 \
    crit_path_max_incr_delay_ps 730 \
    hold_buffers 0 \
    timing.setup.tns_ps 0 \
    yosysSeqAreaShare_pct 56.1 \
    place_area_um2 9060 \
    dp_hpwl_um 10100 \
    rsz0062_at_grt "false" \
    fin_crit_sh_pct 52.9 \
    power_density_nw_per_um2 116 \
    place_worst_setup_slack_ps 3310 \
    routed_wl_um 14800 \
    io_buffer_count 62 \
    route.detailed.drc 0 \
    fin_hold_ws_ps 383 \
    period_needed_ps 4070 \
    num_io_pins 63 \
    synthCells 820 \
    log.warning_count 25 \
    cp.arrival_ps 4340 \
    drive_above_1_share_pct 3.74 \
    final_cell_area_um2 9400 \
    fmax_ghz 0.246 \
    cts_htree_levels 3 \
    yosysWarnings 26 \
    die_height_um 145 \
    edf_count 70 \
    drt_iter0_markers 387 \
    cts_resized 0 \
    final_common_cell "dfxtp_1" \
    syn-cell-area_um2 8140 \
    slew_violations 0 \
    post_cts_buffers 0 \
    reg2reg_depth 6 \
    crit_top_cell "a21oi_1" \
    final_cell_mix "122 x dfxtp_1, 97 x nor2_1, 70 x edfxtp_1" \
    dp_cells 1132 \
    fp.dieArea_um2 20900 \
    cts_tree "yes" \
    ys_cells 820 \
    setup_violations 0 \
    wl_per_cell_um 12.9 \
    path_cells "clkdlybuf4s50_1, nor4_1, nand4_1, a21oi_1, nand3_1, or4_1, a21oi_1" \
    end_kind "register" \
    antennaDiodeCount 0 \
    grt_pass1_wl_um 24800 \
    ys_area_um2 8140 \
    ant_nets 0 \
    yosys.cell_types.count 53 \
    grt_max_degree 92 \
    critPathLaunchType "input pin" \
    synth_area_per_cell_um2 9.93 \
    p_leak_nw 3.18 \
    initCoreUtil_pct 41.3 \
    clk_pin_slew_worst_paths_ps 70 \
    ys.flops 193 \
    first_global_vias 5133 \
    viasPerCell 4.97 \
    clockBufferDepth 2 \
    unclocked_regs 91 \
    grt.overflow.total 0 \
    antenna_found_initial 0 \
    crit_type "input pin to register" \
    max-cap-violations 0 \
    vdd_drop_max_v 0.000105 \
    grt_use_total_pct 15.3 \
    tightest_slew_ps 889 \
    insertion_delay_ps 350 \
    cts_buffers 9 \
]
## critical path: cells and delay by family
family | cells | cell delay, ps
compound gates | 2 | 510
buf+inv | 1 | 480
simple gates | 4 | 1820
## final timing paths
path	startpoint	endpoint	slack [ps]
worst min-delay path	clk1[0]	clk1[0]	380
worst max-delay path	RSTN	rst_counter[23]	3630
worst max register to register	counter1[18]	rst_counter[23]	4880
worst min register to register	clk1[0]	clk1[0]	380
## registers in the layout, summed over array words and instances (netlist names)
name,cells
sw_temp,16
counterState,32
pulse_out,5
scan,1
SW_OK,16
clk1,3
BTN_OK,5
counter,32
Key_x,5
Key_out,5
btn_temp,5
CR,1
rst_counter,32
counter1,32
rst,1
Key_ready,1
RSTN_temp,1
## per-layer routing
metal | global-route usage, % | wire length (um)
met2 | 22.7 | 6530
met4 | 0.776 | 82
met1 | 26.0 | 7650
met3 | 2.43 | 545
met5 | 0 | 0
## power by group
group	switching (mW)	total [mW]	leakage [nW]	internal [mW]
logic	0.0176	0.0372	1.30	0.0196
registers	0.00187	0.551	1.72	0.549
clock network	0.208	0.501	0.166	0.293
## kinds of logic (layout without fill, tap and decap cells)
family                   after synthesis  after routing  share of synthesized area, %
AND-OR/OR-AND                        115            115                          8.56
XOR/XNOR                              77             77                          8.29
adder cells (fa/ha/maj)                6              6                         0.922
buffers and inverters                 75            124                          3.63
multiplexers                           5              5                         0.615
AND/OR/NAND/NOR                      348            348                          21.9
other                                  1             15                        0.0461
flip-flops                           193            193                          56.1
## metrics by stage
step	util [%]	power, mW
global route	47.7	1.13
global placement	46.0	0.600
floorplan	-	0.581
finish	47.7	1.09
CTS	47.7	1.10
detailed placement	46.0	0.601
## cell usage after synthesis, drive strengths merged, types with 2 or more instances
cell / instances / area share, %
a41oi: 2 / 0.22
nor3: 23 / 1.4
and3: 15 / 1.2
or4: 15 / 1.4
a21oi: 48 / 3.0
a32oi: 2 / 0.22
nand4: 39 / 3.0
xor2: 40 / 4.3
nor2b: 15 / 1.2
o31ai: 11 / 1.0
buf: 10 / 0.63
or3: 18 / 1.4
xnor2: 37 / 4.0
o2111a: 2 / 0.28
nor4: 18 / 1.5
nand2b: 4 / 0.31
inv: 39 / 1.8
ha: 6 / 0.92
and4: 2 / 0.22
nor2: 97 / 4.5
mux2i: 5 / 0.61
nor4b: 2 / 0.22
a31oi: 3 / 0.23
edfxtp: 70 / 26
o211ai: 3 / 0.28
nor3b: 2 / 0.18
and2: 6 / 0.46
nand3: 36 / 2.2
o21ai: 28 / 1.8
clkbuf: 26 / 1.2
dfxtp: 123 / 30
a21o: 4 / 0.37
nand2: 53 / 2.5
o31a: 4 / 0.43
## final cells by class
cell class / count / area, um^2
multi-input combinational: 566 / 3340
fill: 1790 / 10300
sequential: 193 / 4570
inverter: 39 / 146
tap: 265 / 332
clock inverter: 7 / 114
timing repair buffer: 69 / 673
clock buffer: 9 / 225
Power and IR drop assume default switching activity.
